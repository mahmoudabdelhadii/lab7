--- ./design.v ---
module ALU(Ain,Bin,ALUop,out,status);
	input [15:0] Ain, Bin;
	input [1:0] ALUop;
	output reg [15:0] out;
	output [2:0] status;
	wire bsub;
	assign bsub = (Bin[15]^(~ALUop[1]&ALUop[0])); 
	assign status[0] = (|out)? 1'b0 : 1'b1; 
	assign status[1] = out[15]; 
	assign status[2] = (ALUop !== 2'b11) ? (~(Ain[15]^bsub)&(Ain[15]^out[15])): 1'b0; 
	always @(*) begin
		case(ALUop)
			2'b00: out <= Ain + Bin;
			2'b01: out <= Ain - Bin;
			2'b10: out <= Ain & Bin;
			2'b11: out <= ~Bin;
			default: out <= {16{1'bx}};
		endcase	
	end
endmodule
--- ./run.sh ---
#!/bin/bash
# OpenROAD 26Q1-2900-gdf79404cd8, Yosys 0.63+post, stock flow scripts
make -C /OpenROAD-flow-scripts/flow DESIGN_CONFIG=/design/flow/config.mk WORK_HOME=/design/flow/orfs finish
--- ./config.mk ---
export PLATFORM = sky130hd
export DESIGN_NAME = ALU
export DESIGN_NICKNAME = ALU
export VERILOG_FILES = /design/flow/design.v
export SDC_FILE = /design/flow/constraint.sdc
export NUM_CORES = 4
export LEC_CHECK = 1
export CORE_AREA = 10 10 89 89
export DIE_AREA = 0 0 99 99
--- ./constraint.sdc ---
current_design ALU

set clk_period 10.1
set clk_io_pct 0.2

create_clock -name clk0 -period $clk_period

set non_clock_inputs [all_inputs -no_clocks]
set_input_delay [expr $clk_period * $clk_io_pct] -clock clk0 $non_clock_inputs
set_output_delay [expr $clk_period * $clk_io_pct] -clock clk0 [all_outputs]
==> impl_metrics.py <==
# Physical implementation metrics
metrics = {
    "yosys": {
        "ys_types": 53,
        "synth_area_leader_cell": "ha_1",
        "ys_seq_share_pct": 0,
        "topCellsByArea": "ha_1, o21ai_0, xnor2_1, xor2_1, nand2_1",
        "ys_warn_count": 1,
        "syn-instance-count": 231,
        "syn-cell-area_sq_mm": 0.00158,
        "yosys-stat-area_sq_mm": 0.00158,
        "synth_stat.cells": 231,
        "yosys.area.top_type_share_pct": 13.5,
        "postSynthAreaPerCell_sq_um": 6.84,
    },
    "layout": {
        "finalNonFillerCells": 351,
        "clock_buffer_count": 0,
        "regArea_sq_um": 0,
        "area_growth_pct": 34.9,
        "drive_gt1_share_pct": 3.62,
        "flops": 0,
        "fillers": 627,
    },
    "timing": {
        "fmax_mhz": 111,
        "setup_viol": 0,
        "fin_crit_ns": 9.03,
        "period_used_pct": 89.4,
        "max_slew_margin_pct": 53.0,
        "finalMaxSlewViolations": 0,
        "tightest_slew_ns": 0.705,
        "finalHoldViolCount": 0,
        "whs_ns": 5.09,
        "tns_ns": 0,
        "rsz0062_at_grt": "false",
    },
    "floorplan": {
        "num_io_pins": 53,
        "fp-utilization_pct": 26.4,
        "coreArea_sq_mm": 0.00599,
        "die.size.x_um": 99,
        "rows": 28,
        "die_h_um": 99,
        "chip_area_sq_mm": 0.00980,
    },
    "worst_setup_path": {
        "startpoint_type": "input port",
        "path_buffers": 3,
        "path_max_fanout": 25,
        "max_stage_delay_ns": 0.71,
        "cp_slowest_cell": "clkdlybuf4s50_1",
        "cp.depth": 15,
        "startpoint": "ALUop[0]",
        "crit_family": "simple AND/OR/NAND/NOR gates",
        "cp_data_arrival_time_ns": 7.01,
        "critPathKind": "input port to output pin",
        "critPathRequiredTime_ns": 8.08,
        "worstPathCellList": "clkdlybuf4s50_1 -> inv_1 -> nor2_1 -> nor2_1 -> xnor2_1 -> ha_1 -> and2b_1 -> o31ai_1 -> a2111oi_0 -> a211oi_1 -> o211ai_1 -> or4_1 -> or4_1 -> nor4_2 -> clkdlybuf4s50_1",
        "endpoint_kind": "output pin",
    },
    "clock_network": {
        "ctsResizeCount": 0,
        "hold_buffers": 0,
        "post_cts_buffers": 0,
    },
    "grt": {
        "grtUsageTotal_pct": 10.1,
        "grt_antenna_before_repair": 0,
        "grt_pass1_wl_um": 8610,
        "grt_overflow": 0,
        "grt_pass1_vias": 1801,
        "grt_max_degree": 41,
    },
    "min_path": {
        "hp-class": "input port to output pin",
        "hp-start": "Ain[2]",
        "hold_depth": 4,
    },
    "detailed_routing": {
        "antenna_left": 0,
        "finalWirelength_um": 5050,
        "first_iter_violations": 120,
        "drt-vias-per-instance": 5.20,
        "vias": 1824,
        "routedWlPerCell_um": 14.4,
        "first_pass_iters": 4,
        "diodes": 0,
        "drc_errors": 0,
    },
    "placement": {
        "dpl.cell_count": 351,
        "gp_congestion": 0.905,
        "io_buffers": 53,
        "dp_hpwl_um": 4300,
    },
    "power": {
        "power_leakage_nw": 0.824,
        "ir_drop_mv": 0.0256,
        "cellPowerDensity_mw_per_mm2": 71.0,
    },
    "flow_run": {
        "drv_cap": 0,
        "tool_warnings": 33,
    },
    "run_status": {
        "status": "finished clean",
    },
}
## final cells by class
class | count | area, sq um | area share, %
repair buffers | 54 | 538 | 25.2
well taps | 75 | 93.8 | 4.40
inverters | 12 | 45.0 | 2.11
multi-input cells | 210 | 1460 | 68.3
## cells by family after synthesis
| logic type | count (synthesis) | synth area share [%] |
|---|---|---|
| AND-OR/OR-AND | 82 | 33.9 |
| XOR/XNOR | 23 | 12.7 |
| adder cells (fa/ha/maj) | 18 | 14.7 |
| buffers and inverters | 21 | 7.92 |
| multiplexers | 1 | 0.633 |
| AND/OR/NAND/NOR | 86 | 30.1 |
## metrics by stage
step | power [mW] | area [sq um] | setup slack, ns | util (%)
floorplan | 0.0910 | 1580 | 2.69 | -
global placement | 0.153 | 2130 | 1.15 | 35.6
detailed placement | 0.152 | 2130 | 0.990 | 35.6
CTS | 0.153 | 2130 | 0.985 | 35.6
global route | 0.171 | 2130 | 0.633 | 35.6
finish | 0.151 | 2130 | 1.07 | 35.6
## power breakdown
part | leakage [nW] | internal, mW | switching [mW]
Clock | 0 | 0 | 0
Sequential | 0 | 0 | 0
Combinational | 0.824 | 0.0800 | 0.0713
Total | 0.824 | 0.0800 | 0.0713
## Yosys cell counts (all sizes together) (4+ instances only)
cell and instances:
a31oi 6, nand3 14, o211ai 4, nand2b 6, nor3 7, clkbuf 5
buf 4, o21ai 28, xor2 10, ha 17, o21a 4, a21o 6
inv 12, nand2 19, xnor2 13, nor2 11, a21oi 11, o31ai 5
or4 4
## per-layer routing
layer | vias to the layer above | part of all wire (%) | global-route usage, %
met5 | - | 0 | 0
met4 | 0 | 0 | 0
met3 | 0 | 8.4 | 2.54
met2 | 47 | 44 | 16.1
met1 | 811 | 48 | 14.3
li1 | 966 | - | -
## final timing paths
path | endpoint | slack [ns]
setup / recovery | status[0] | 1.07
hold / removal | out[2] | 5.09
## layout by cell type, fill, tap and decap left out, types with 5 or more instances in the layout
cell             count
a21o_1               6
a21oi_1             11
a31oi_1              6
clkdlybuf4s50_1     53
ha_1                17
inv_1               12
nand2_1             19
nand2b_1             6
nand3_1             14
nor2_1              11
nor3_1               7
o21ai_0             27
o31ai_1              5
xnor2_1             13
xor2_1              10
## worst min-delay path, cell delays in order
cell and delay, ns:
clkdlybuf4s50_1 0.44, nand3_1 0.10, a31oi_1 0.10, clkdlybuf4s50_1 0.41
Power and IR drop assume default switching activity.
