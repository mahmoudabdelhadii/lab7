--- /design/flow/config.mk ---
export PLATFORM = sky130hd
export DESIGN_NAME = PC
export DESIGN_NICKNAME = PC
export VERILOG_FILES = /design/flow/design.v
export SDC_FILE = /design/flow/constraint.sdc
export NUM_CORES = 4
export LEC_CHECK = 1
export CORE_AREA = 10 10 78 78
export DIE_AREA = 0 0 88 88
--- /design/flow/constraint.sdc ---
current_design PC

set clk_period 1.8
set clk_io_pct 0.2

create_clock -name clk0 -period $clk_period [get_ports {clk}]

set non_clock_inputs [all_inputs -no_clocks]
set_input_delay [expr $clk_period * $clk_io_pct] -clock clk0 $non_clock_inputs
set_output_delay [expr $clk_period * $clk_io_pct] -clock clk0 [all_outputs]
--- /design/flow/design.v ---
module PC( clk, reset_pc,load_pc,load_addr,addr_sel,datapath_out, mem_addr);
input reset_pc, load_pc, load_addr, addr_sel,clk;
input[15:0] datapath_out;
output[8:0] mem_addr; 
wire[8:0] next_pc, p_out, p2_out, data_out;
assign p2_out = p_out + 9'd1; 
assign next_pc= reset_pc? 9'b0: p2_out; 
vDFFE #(9) ProgramCounter(clk,load_pc, next_pc, p_out);
vDFFE #(9) DataAddress(clk, load_addr, datapath_out[8:0], data_out); 
assign mem_addr = addr_sel? p_out: data_out;
endmodule 
module vDFFE(clk,load,in,out);   
parameter n=1;
input clk,load;               
input[n-1:0] in;
output [n-1:0] out;
reg[n-1:0]out;
wire[n-1:0]next_out;
assign next_out=load?in:out;
always@(posedge clk)
out=next_out;
endmodule 
--- /design/flow/run.sh ---
#!/bin/bash
# OpenROAD 26Q1-2900-gdf79404cd8, Yosys 0.63+post, stock flow scripts
make -C /OpenROAD-flow-scripts/flow DESIGN_CONFIG=/design/flow/config.mk WORK_HOME=/design/flow/orfs finish
==> impl_metrics.yaml <==
# physical design summary
drt:
  wl_mm: 1.697
  firstDrtPassIters: 4
  vias: 562
  drc: 0
  antenna_cells_inserted: 0
  wl_per_cell_um: 12.30
  first_iter_violations: 18
  viasPerCell: 4.072
  ant_nets: 0
final_layout:
  fin_area_sq_um: 1209
  final_util_pct: 27.38
  area.growth.synth_to_final_pct: 48.16
  layout-drive-gt1-share_pct: 23.26
floorplan:
  design.core.area_sq_um: 4414
  rows: 24
  dieArea_sq_um: 7744
  initial_utilization_pct: 18.48
  boundaryPins: 30
  die_x_um: 88
  die_h_um: 88
critical_path:
  crit_path_start_kind: "register"
  path_buffers: 1
  path_max_fanout: 4
  cp_top_family: "flip-flops"
  required_ns: 1.44
  max_stage_delay_ns: 0.43
  cp_cell_sequence: "mux2_2 > clkdlybuf4s50_1"
  critical_path.slowest_cell: "edfxtp_1"
  endpoint_kind: "output port"
  crit_arrival_ns: 1.39
  criticalPathCategory: "reg2out"
power:
  p_comb_share_pct: 15.4
  p_seq_share_pct: 55.9
  power_frac_clock_pct: 28.8
  finalPower_mw: 0.9171
  p_sw_share_pct: 19.10
  p_leak_nw: 0.4231
  pwr_density_cell_nw_per_um2: 758.7
  irDropWorstVdd_mv: 0.4548
  p_int_mw: 0.7419
  p_switching_mw: 0.1752
yosys:
  ys_ff: 18
  topCellsByArea: "edfxtp_1 (66%), mux2_2 (12%), or3_1 (3.1%)"
  yosys_warnings: 1
  yosys.area.top_type: "edfxtp_1"
  synth_top_area_share_pct: 66.26
  syn_inst: 57
  postSynthSeqShare_pct: 66.26
  ys_cells: 57
  yosys.stat.chipArea_sq_um: 815.8
  syn_area_per_cell_sq_um: 14.31
  synth.distinct_cells: 16
  netlist_area_sq_um: 815.8
timing:
  setup_slack_ns: 0.05345
  tightest_slew_ns: 0.4244
  hold_viol_final: 0
  report.final.setup_viol: 0
  slew_headroom_pct: 71.62
  fin_skew_ns: 0.003094
  max_freq_ghz: 0.5726
  drv_slew: 0
  finalClockPeriodUsage_pct: 97.03
  min_period_ns: 1.747
grt:
  grt_pass1_wl_mm: 2.663
  grt_pass1_vias: 602
  grtUsageTotal_pct: 4.323
  overflow: 0
  antenna_found_initial: 0
  grt_max_degree: 10
flow_run:
  drv_cap: 0
  openroad.warnings: 32
clock_tree:
  cts_htree_levels: 1
  clk_pin_slew_ns: 0.06
  cts_buffers: 3
  cts_hold_buf: 0
  clock_path_buffers: 2
  clkSinkCount: 18
  cts_tree: "built"
  clock_latency_ns: 0.24
  root_buffer: "clkbuf_8"
place:
  io_buffers: 22
  pre_cts_ws_ns: -0.3294
  gp_congestion: 0.7741
  place_area_sq_um: 1112
status:
  outcome: "finished clean"
hold_path:
  worstHoldPathType: "in2reg"
path summary, 6_finish.rpt:
check / from / end / slack (ns) / cells past startpoint
worst max register to register: ProgramCounter.out[1]$_SDFFCE_PP0P_ / ProgramCounter.out[8]$_SDFFCE_PP0P_ / 0.32 / 5
worst min-delay path: datapath_out[5] / DataAddress.out[5]$_DFFE_PP_ / 0.66 / 1
worst max-delay path: ProgramCounter.out[1]$_SDFFCE_PP0P_ / mem_addr[1] / 0.05 / 2
worst min register to register: ProgramCounter.out[8]$_SDFFCE_PP0P_ / ProgramCounter.out[8]$_SDFFCE_PP0P_ / 0.68 / 2
registers in the layout, summed over array words and instances (netlist names):
signal              flops
DataAddress.out         9
ProgramCounter.out      9
synthesized netlist by cell type:
| cell type | n |
|---|---|
| a21oi_1 | 4 |
| buf_2 | 1 |
| clkbuf_1 | 1 |
| edfxtp_1 | 18 |
| ha_1 | 1 |
| mux2_2 | 9 |
| nand2_1 | 2 |
| nand3_1 | 2 |
| nand3_2 | 1 |
| nand4_1 | 2 |
| nor2_1 | 4 |
| nor2b_1 | 1 |
| o21ai_0 | 4 |
| or3_1 | 4 |
| xnor2_1 | 1 |
| xor2_1 | 2 |
cell families after synthesis:
group           after synthesis  synth area share, %
xor+xnor                      3                3.221
fa+ha+maj                     1                1.533
compound gates                8                4.908
mux                           9                12.42
buf+inv                       2                1.073
simple gates                 16                10.58
flops                        18                66.26
stage by stage:
step	setup TNS (ns)	cells	hold WS, ns
finish	0	138	0.6650
CTS	0	136	0.6623
floorplan	0	57	0.4589
global route	-0.002274	138	0.6502
detailed placement	-2.899	130	0.6649
global placement	-2.867	130	0.6554
repair_timing:
action,CTS,global route
buffers inserted,2,2
setup endpoints to repair,9,2
gates resized,9,0
endpoints found under the hold margin,0,0
cloned,1,0
cells in the final DEF, fill, tap and decap left out:
cell type         n
edfxtp_1         18
clkdlybuf4s50_1  17
mux2_2            9
buf_4             5
o21ai_0           4
or3_1             4
a21oi_1           4
nor2_1            4
dlygate4sd2_1     4
clkbuf_8          3
nand4_1           2
nand2_1           2
nand3_1           2
xor2_1            2
nand3_2           1
xnor2_1           1
nor2b_1           1
ha_1              1
bufbuf_16         1
buf_12            1
power groups by stage:
stage         Clock, mW  Sequential [mW]  Combinational, mW
CTS               0.272            0.514              0.138
global route      0.301            0.515              0.153
finish            0.264            0.512              0.141
final cells by class:
class / instances / area [sq um]
fillers: 423 / 3206
flip-flops and latches: 18 / 540.5
repair buffers: 28 / 295.3
multi-input cells: 37 / 266.5
well taps: 52 / 65.06
clock buffers: 3 / 41.29
routing by layer:
layer	routed length [um]	GRT usage [%]
met5	0	0
met4	0	0.7246
met3	108	1.871
met2	830	7.275
met1	757	5.098
Power figures rest on the tool's default switching activity, not on a simulated workload.
